==> design.v <==
module D7seg (
	input [3:0]dig,
	output wire [6:0]seg
);
assign seg = (dig == 4'h0) ? 7'b1111110 :
			 (dig == 4'h1) ? 7'b0110000 :
			 (dig == 4'h2) ? 7'b1101101 :
			 (dig == 4'h3) ? 7'b1111001 :
			 (dig == 4'h4) ? 7'b0110011 :
			 (dig == 4'h5) ? 7'b1011011 :
			 (dig == 4'h6) ? 7'b1011111 :
			 (dig == 4'h7) ? 7'b1110000 :
			 (dig == 4'h8) ? 7'b1111111 :
			 (dig == 4'h9) ? 7'b1111011 :
			 (dig == 4'hA) ? 7'b1110111 :
			 (dig == 4'hB) ? 7'b0011111 :
			 (dig == 4'hC) ? 7'b1001110 :
			 (dig == 4'hD) ? 7'b0111101 :
			 (dig == 4'hE) ? 7'b1101111 :
			 (dig == 4'hF) ? 7'b1000111 : 7'b1111111;
endmodule
module DISPLAY(
	input clk,
	output wire [3:0]AN,
	input [15:0]dat,
	output wire [6:0]SEG
);
wire [3:0]Dig;
wire [1:0]Adr_dig;
Gen4an Gen4an (
	.clk(clk),
	.q(Adr_dig),
	.ce(ce1ms),
	.an(AN)
);
MUX16_4 MUX16_4 (
	.dat(dat),
	.dout(Dig),
	.adr(Adr_dig)
);
D7seg D7seg (
	.dig(Dig),
	.seg(SEG)
);
Gen1ms Gen1ms (
	.clk(clk),
	.ce1ms(ce1ms)
);
endmodule
module Gen1ms #(parameter Fclk = 48000000)(
	input clk,
	output wire ce1ms
);
parameter F1kHz = 1000;
reg [15:0]cb_ms = 0;
assign ce1ms = (cb_ms == 1);
always @(posedge clk) begin
	cb_ms <= ce1ms ? (Fclk / F1kHz) : (cb_ms - 1);
end
endmodule
module Gen4an (
	input clk,
	input ce,
	output wire [3:0]an,
	output reg [1:0]q = 0
);
assign an = (q == 0) ? 4'b1110 :
			(q == 1) ? 4'b1101 :
			(q == 2) ? 4'b1011 :
					   4'b0111 ;
always @ (posedge clk) if (ce) begin
	q <= q + 1;
end
endmodule
module Gen_st #(parameter T = 100000)(
	input clk,
	output st
);
reg [23:0]cnt = 0;
assign st = (cnt == T);
always @(posedge clk)
	cnt <= st ? 0 : cnt + 1;
endmodule
module MUX16_4(
	input [15:0]dat,
	output wire [3:0]dout,
	input [1:0]adr
);
assign dout = (adr == 0) ? dat[3:0]:
			  (adr == 1) ? dat[7:4]:
			  (adr == 2) ? dat[11:8]:
						   dat[15:12];
endmodule
module MUX64_16(
	input [15:0]A,
	input [15:0]B,
	input [15:0]C,
	input [15:0]D,
	input [1:0]SW,
	output [15:0]DO
);
assign DO = (SW == 2'b00) ? A :
			(SW == 2'b01) ? B :
			(SW == 2'b10) ? C :
			(SW == 2'b11) ? D : 16'b0;
endmodule
module cnt_bit #(parameter m = 8)(
	input R,
	input ce,
	input clk,
	output out
);
reg [7:0]cb_bit = 8'b0;
assign out = (cb_bit == m-1) & ce;
always @(posedge clk) begin
	if (R)
		cb_bit <= 8'b0;
	else
		cb_bit <= ce ? cb_bit + 8'b1 : cb_bit;
end
endmodule
module cnt_tact #(parameter Nt = 4)(
	input R,
	input clk,
	output out
);
reg [7:0]cb_tact = 0;
assign out = (cb_tact == Nt-1);
always @(posedge clk) begin
	if (R)
		cb_tact <= 0;
	else
		cb_tact <= cb_tact + 1;
end
endmodule
module fsr(
	input R,
	input clk,
	input S,
	output reg Q = 1'b0
);
always @(posedge clk) begin
	if (S)
		Q <= 1'b1;
	else
		Q <= R ? 1'b0 : Q;
end
endmodule
module ftr(
	input T,
	input R,
	input clk,
	output reg Q = 1'b0
);
always @(posedge clk) begin
	if (R)
		Q <= 1'b0;
	else
		Q <= T ? !Q : Q;
end
endmodule
module mtx #(parameter m = 9)(
	input [m-1:0]DI,
	input ce,
	input L,
	input clk,
	output MOSI
);
reg [m-1:0]sr_MTX = 0;
assign MOSI = sr_MTX[m-1];
always @(posedge clk) begin
	if (L)
		sr_MTX <= DI;
	else
		sr_MTX <= ce ? sr_MTX << 1 : sr_MTX;
end
endmodule
module spi_master #(parameter m = 9, Nt = 100)(
	input clk,
	input st,
	input [m-1:0]DI,
	input MISO,
	output LOAD,
	output SCLK,
	output MOSI,
	output reg [m-1:0]DO = 0,
	output wire [m-1:0]sr_MRX_sig
);
assign sr_MRX_sig = sr_MRX;
wire load;
wire start = st & load;
wire ce_tact = SCLK & ftr_t;
wire ftr_t;
wire cnt_tact_reset = ftr_t | start;
assign LOAD = load;
mtx #(.m(m)) mtx(
	.DI(DI),
	.MOSI(MOSI),
	.L(load),
	.ce(ce_tact),
	.clk(clk)
);
fsr fsr(
	.R(st),
	.clk(clk),
	.S(fsr_set),
	.Q(load)
);
cnt_bit #(.m(m)) cnt_bit(
	.R(start),
	.ce(ce_tact),
	.clk(clk),
	.out(fsr_set)
);
cnt_tact #(.Nt(Nt)) cnt_tact(
	.R(cnt_tact_reset),
	.clk(clk),
	.out(ftr_t)
);
ftr ftr(
	.T(ftr_t),
	.clk(clk),
	.R(load),
	.Q(SCLK)
);
reg [m-1:0]sr_MRX = 0;
always @(posedge SCLK) begin
	if (LOAD)
		sr_MRX <= sr_MRX;
	else begin
		sr_MRX[m-1:1] <= sr_MRX[m-2:0];
		sr_MRX[0] <= MISO;
	end
end
always @(posedge LOAD)
	DO <= sr_MRX;
endmodule
module spi_slave #(parameter m = 9)(
	input SCLK,
	input MOSI,
	input LOAD,
	input [m-1:0]DI,
	output reg [m-1:0]DO = 0,
	output MISO
);
reg [m-1:0]sr_SRX = 0;
reg [m-1:0]sr_STX = 0;
assign MISO = sr_STX[m-1];
always @(posedge LOAD)
	DO <= sr_SRX;
always @(posedge SCLK) begin
	if (LOAD)
		sr_SRX <= sr_SRX;
	else begin
		sr_SRX[m-1:1] <= sr_SRX[m-2:0];
		sr_SRX[0] <= MOSI;
	end
end
always @(negedge SCLK or posedge LOAD) begin
	if (LOAD)
		sr_STX <= DI;
	else
		sr_STX <= sr_STX << 1;
end
endmodule
module top(
	input CLK,
	output DS_EN1, DS_EN2, DS_EN3, DS_EN4,
	output DS_A, DS_B, DS_C, DS_D, DS_E, DS_F, DS_G
);
wire st;
wire load;
wire sclk;
wire mosi;
wire miso;
Gen_st #(.T(100000)) gst(
	.clk(CLK),
	.st(st)
);
wire [15:0]sr_mrx;
wire [8:0]mrx_dat;
wire [8:0]mtx_dat = 9'b1_0111_1010;
spi_master #(.m(9), .Nt(100)) sm(
	.clk(CLK),
	.st(st),
	.LOAD(load),
	.SCLK(sclk),
	.DI(mtx_dat),
	.DO(mrx_dat),
	.MOSI(mosi),
	.MISO(miso)
);
wire [8:0]srx_dat;
wire [8:0]stx_dat = 9'b1_1101_1011;
spi_slave #(.m(9)) ss(
	.SCLK(sclk),
	.LOAD(load),
	.DO(srx_dat),
	.DI(stx_dat),
	.MOSI(mosi),
	.MISO(miso)
);
wire [15:0]displ_dat;
wire [1:0]sw = cnt[25] ? 2'b01 : 2'b11;
MUX64_16 MUX64_16(
	.A({7'b0, mtx_dat}),
	.B({7'b0, mrx_dat}),
	.C({7'b0, stx_dat}),
	.D({7'b0, srx_dat}),
	.SW(sw),
	.DO(displ_dat)
);
reg [25:0]cnt = 0;
always @(posedge CLK)
	cnt <= cnt + 1;
DISPLAY DISPLAY(
	.clk(CLK),
	.AN({DS_EN1, DS_EN2, DS_EN3, DS_EN4}),
	.SEG({DS_A, DS_B, DS_C, DS_D, DS_E, DS_F, DS_G}),
	.dat(displ_dat)
);
endmodule
==> run.sh <==
#!/bin/bash
# OpenROAD 26Q1-2900-gdf79404cd8, Yosys 0.63+post, stock flow scripts
make -C /OpenROAD-flow-scripts/flow DESIGN_CONFIG=/design/flow/config.mk WORK_HOME=/design/flow/orfs finish
==> config.mk <==
export PLATFORM = sky130hd
export DESIGN_NAME = top
export DESIGN_NICKNAME = top
export VERILOG_FILES = /design/flow/design.v
export SDC_FILE = /design/flow/constraint.sdc
export NUM_CORES = 4
export LEC_CHECK = 1
export CORE_UTILIZATION = 50
==> constraint.sdc <==
current_design top

set clk_period 6.1
set clk_io_pct 0.2

create_clock -name clk0 -period $clk_period [get_ports {CLK}]

set non_clock_inputs [all_inputs -no_clocks]
set_input_delay [expr $clk_period * $clk_io_pct] -clock clk0 $non_clock_inputs
set_output_delay [expr $clk_period * $clk_io_pct] -clock clk0 [all_outputs]
==> impl_metrics.py <==
# Synthesis and PnR figures
metrics = {
    "timing": {
        "finalHoldWorstSlack_ps": 432,
        "unconstrained_endpoints": 62,
        "timing.final.crit_period_ps": 4230,
        "count_of_endpoints_failing_hold_in_the_final_timing_report": 0,
        "finClkSkew_ps": 10.0,
        "period_used_share": 0.693,
        "post_route_setup_tns_ps": 0,
        "setup_viol": 0,
        "maxSlewViolCount": 0,
        "slew_headroom": 0.380,
        "rsz0062_at_grt": "no",
        "setup_ws_ps": 1870,
        "unclocked_regs": 45,
        "achievable-frequency_mhz": 237,
        "timing_worst_slew_pin_value_ps": 924,
    },
    "global_routing": {
        "grt_max_degree": 35,
        "globalRouteOverflowTotal": 0,
        "grt_pass1_wl_um": 13800,
        "grt_pass1_vias": 3033,
        "initial_antenna_violation_count": 0,
        "groute.usage.overall": 0.158,
    },
    "status": {
        "run_status": "finished clean",
    },
    "synth": {
        "ys_cells": 503,
        "post_synth.cell_area_avg_sq_um": 10.6,
        "synthesis.area_sq_um": 5340,
        "async_flop_share": 0.0647,
        "dominantRegCellSynth": "sky130_fd_sc_hd__dfxtp_1",
        "post-synth-top-area-fraction": 0.412,
        "yosys_warning_count": 14,
        "ys.flops": 139,
        "synthDistinctLibCells": 55,
        "largest_area_cell": "sky130_fd_sc_hd__dfxtp_1",
        "edf_count": 20,
        "synth.yosys.chip_area_sq_um": 5340,
        "netlist_instances": 503,
        "top_cells_by_area": "sky130_fd_sc_hd__dfxtp_1 41%, sky130_fd_sc_hd__edfxtp_1 11%, sky130_fd_sc_hd__xnor2_1 7.4%, sky130_fd_sc_hd__xor2_1 3.6%, sky130_fd_sc_hd__nor2_1 3.5%",
        "synth-seq-area-share": 0.568,
    },
    "critical_path": {
        "path_cells": "inv_1 > ha_1 > nand2b_1 > o22a_1 > nand2_1 > nor3b_1 > a221oi_1 > clkdlybuf4s50_1",
        "setup.worst_path.end_class": "primary output",
        "critical_path_class": "reg2out",
        "critPathMaxStageDelay_ps": 510,
        "crit_path_max_fanout": 14,
        "r2r-start": "sm.cnt_tact.cb_tact[0]$_SDFF_PP0_",
        "worst_setup_path_start_kind": "flop",
        "crit_arrival_ps": 3010,
        "slowest_stage": "sky130_fd_sc_hd__clkdlybuf4s50_1",
        "crit_required_ps": 4880,
        "critical_path.n_buffers_inverters": 2,
        "worst_setup_path_startpoint": "DISPLAY.Gen4an.q[0]$_DFFE_PP_",
        "top_cell_family_by_delay_on_the_critical_path": "AND-OR/OR-AND gates",
    },
    "final_layout": {
        "stdcell_count": 658,
        "layout_top_cells_excl_fill_tap": "110 x sky130_fd_sc_hd__dfxtp_1, 50 x sky130_fd_sc_hd__nor2_1, 45 x sky130_fd_sc_hd__xnor2_1, 43 x sky130_fd_sc_hd__nand2_1, 33 x sky130_fd_sc_hd__nand3_1",
        "final_layout_size_suffix_gt1_frac": 0.0670,
        "area_growth_pct": 8.50,
        "final_layout_top_logic_cell": "sky130_fd_sc_hd__dfxtp_1",
    },
    "placement": {
        "dp_worst_setup_slack_ps": 2290,
        "numPlacedInstances": 642,
        "numPortBuffers": 11,
        "detailedPlacementHpwl_um": 5360,
        "gp_congestion": 0.875,
    },
    "clock_tree": {
        "clkTransAtPathRegs_ps": 90,
        "cts_inserted_buffers": 9,
        "post_cts_resized": 0,
        "clk_latency_ps": 370,
        "root_buffer": "sky130_fd_sc_hd__clkbuf_8",
        "htree_levels": 3,
        "cts-root-to-sink-buffers": 2,
        "post_cts_setup_buffers": 0,
        "cts-hold-fix-buffers": 0,
        "clock_tree_from_tritoncts": "built",
    },
    "detailed_routing": {
        "post_drt_via_cell_ratio": 5.07,
        "drt-total-wl_um": 7780,
        "detail-route-antenna-nets": 0,
        "route.top_layer_used": "met4",
        "routed-wl-met2_um": 3330,
        "drcViolationCount": 0,
        "detail_route.wl_per_cell_um": 11.8,
        "drt-initial-drc-count": 100,
        "insertedDiodeCount": 0,
        "met3RoutedLength_um": 265,
        "dr.pass1.iters": 6,
        "wl_met1_um": 4050,
        "vias": 3338,
    },
    "worst_hold_path": {
        "holdCritPathClass": "reg2reg",
        "hold_path.startpoint": "cnt[0]$_DFF_P_",
    },
    "run": {
        "openroad.warnings": 33,
        "cap_violations": 0,
    },
    "power_and_ir_drop": {
        "cellLeakagePower_nw": 2.09,
        "power.ir.vdd_worst_uv": 192,
        "pwr_density_cell_nw_per_um2": 181,
    },
    "die": {
        "fp.dieH_um": 105,
        "fp-row-count": 37,
        "fp.coreArea_sq_um": 10300,
        "io_pins": 12,
        "initial_cell_density_of_the_core": 0.518,
        "fp.dieArea_sq_um": 11100,
        "die_w_um": 105,
    },
}
state kept, by name, indices dropped and copies added (netlist names):
register	flops
DISPLAY.Gen1ms.cb_ms	16
DISPLAY.Gen4an.q	2
cnt	26
gst.cnt	24
sm.DO	9
sm.cnt_bit.cb_bit	8
sm.cnt_tact.cb_tact	8
sm.fsr.Q	1
sm.ftr.Q	1
sm.mtx.sr_MTX	8
sm.sr_MRX	9
ss.DO	9
ss.sr_SRX	9
ss.sr_STX	9
power by group:
group / total [W] / internal, W / switching, W
Sequential: 0.000615 / 0.000615 / 0
Combinational: 0.0000000735 / 0 / 0.0000000727
Clock: 0.000433 / 0.000215 / 0.000218
final cells by class:
type                            count  area (sq um)
Clock buffer                       10           149
Clock inverter                      6          66.3
Fill cell                         864          4530
Inverter                           19          71.3
Multi-Input combinational cell    336          2190
Sequential cell                   139          3040
Tap cell                          136           170
Timing Repair Buffer               12           118
worst reg2reg max path, stage by stage (launching register included):
cell                       delay (ps)
sky130_fd_sc_hd__dfxtp_1          380
sky130_fd_sc_hd__ha_1             240
sky130_fd_sc_hd__nor4bb_1         420
sky130_fd_sc_hd__nand3_1          450
sky130_fd_sc_hd__or3_1            500
sky130_fd_sc_hd__a21oi_1          140
per-stage QoR:
step,total power [W],utilization,area (sq um)
2_1_floorplan,0.000629,-,5340
3_3_place_gp,0.000629,0.541,5580
3_5_place_dp,0.000629,0.541,5580
4_1_cts,0.00107,0.562,5800
5_1_grt,0.00109,0.562,5800
6_report,0.00105,0.562,5800
logic make-up after synthesis:
family,count (synthesis),share of synthesized area
flip-flops,139,0.568
other,1,0.000702
buffers and inverters,28,0.0225
AND-OR/OR-AND,36,0.0429
XOR/XNOR,67,0.110
AND/OR/NAND/NOR,211,0.210
multiplexers,7,0.0133
adder cells (fa/ha/maj),14,0.0328
synthesized netlist by cell type, types with 7 or more instances:
library cell,n
sky130_fd_sc_hd__nand2_1,43
sky130_fd_sc_hd__nor3_1,13
sky130_fd_sc_hd__nor2_1,50
sky130_fd_sc_hd__edfxtp_1,20
sky130_fd_sc_hd__nand4_1,14
sky130_fd_sc_hd__xor2_1,22
sky130_fd_sc_hd__nand3_1,33
sky130_fd_sc_hd__ha_1,14
sky130_fd_sc_hd__and3_1,16
sky130_fd_sc_hd__inv_1,18
sky130_fd_sc_hd__dfstp_2,7
sky130_fd_sc_hd__a21oi_1,17
sky130_fd_sc_hd__dfxtp_1,110
sky130_fd_sc_hd__xnor2_1,45
final timing paths:
kind / endpoint / slack [ps] / depth (start not counted)
worst max-delay path: DS_B / 1870 / 8
worst min-delay path: cnt[0]$_DFF_P_ / 430 / 1
worst max register to register: sm.cnt_bit.cb_bit[3]$_SDFFE_PP0P_ / 3920 / 5
worst min register to register: cnt[0]$_DFF_P_ / 430 / 1
layer usage:
metal / global-route usage / vias to the layer above
met5: 0 / -
met4: 0.0231 / 0
met3: 0.0360 / 12
met2: 0.237 / 42
met1: 0.255 / 1532
li1: - / 1752
Power and IR drop assume default switching activity.
